===== design.v =====
`timescale 1ns / 1ps
module clz #(
             parameter DATA_W = 32 
             )
  (
   input [DATA_W-1:0]                data_in,
   output reg [$clog2(DATA_W+1)-1:0] data_out
   );
  localparam BIT_W = $clog2(DATA_W+1);
   integer                         i;
   always @* begin
      data_out = DATA_W[BIT_W-1:0];
      for (i=0; i < DATA_W; i=i+1) begin
         if (data_in[i]) begin
            data_out = (DATA_W[BIT_W-1:0] - i[BIT_W-1:0] - 1);
         end
      end
   end
endmodule
`timescale 1ns / 1ps
module fp_add #(
                parameter DATA_W = 32,
                parameter EXP_W = 8
                )
   (
    input                   clk,
    input                   rst,
    input                   start,
    output reg              done,
    input [DATA_W-1:0]      op_a,
    input [DATA_W-1:0]      op_b,
    output                  overflow,
    output                  underflow,
    output                  exception,
    output reg [DATA_W-1:0] res
    );
   localparam MAN_W = DATA_W-EXP_W;
   localparam BIAS = 2**(EXP_W-1)-1;
   localparam EXTRA = 3;
   localparam STICKY_BITS = 2*BIAS-1;
   reg comp;
   always @*
   begin
      comp = 1'b0;
      if(op_a[DATA_W-2 -: EXP_W] == op_b[DATA_W-2 -: EXP_W]) begin
         if(op_a[MAN_W-2:0] > op_b[MAN_W-2:0])
            comp = 1'b1;
      end
      if(op_a[DATA_W-2 -: EXP_W] > op_b[DATA_W-2 -: EXP_W])
         comp = 1'b1;      
   end
   wire [MAN_W-1:0]         A_Mantissa = comp? {1'b1, op_a[MAN_W-2:0]} : {1'b1, op_b[MAN_W-2:0]};
   wire [EXP_W-1:0]         A_Exponent = comp? op_a[DATA_W-2 -: EXP_W] : op_b[DATA_W-2 -: EXP_W];
   wire                     A_sign     = comp? op_a[DATA_W-1] : op_b[DATA_W-1];
   wire [MAN_W-1:0]         B_Mantissa = comp? {1'b1, op_b[MAN_W-2:0]} : {1'b1, op_a[MAN_W-2:0]};
   wire [EXP_W-1:0]         B_Exponent = comp? op_b[DATA_W-2 -: EXP_W] : op_a[DATA_W-2 -: EXP_W];
   wire                     B_sign     = comp? op_b[DATA_W-1] : op_a[DATA_W-1];
   reg                      A_sign_reg;
   reg [EXP_W-1:0]          A_Exponent_reg;
   reg [MAN_W-1:0]          A_Mantissa_reg;
   reg                      B_sign_reg;
   reg [EXP_W-1:0]          B_Exponent_reg;
   reg [MAN_W-1:0]          B_Mantissa_reg;
   reg                      done_int;
   always @(posedge clk) begin
      if (rst) begin
         A_sign_reg <= 1'b0;
         A_Exponent_reg <= {EXP_W{1'b0}};
         A_Mantissa_reg <= {MAN_W{1'b0}};
         B_sign_reg <= 1'b0;
         B_Exponent_reg <= {EXP_W{1'b0}};
         B_Mantissa_reg <= {MAN_W{1'b0}};
         done_int <= 1'b0;
      end else begin
         A_sign_reg <= A_sign;
         A_Exponent_reg <= A_Exponent;
         A_Mantissa_reg <= A_Mantissa;
         B_sign_reg <= B_sign;
         B_Exponent_reg <= B_Exponent;
         B_Mantissa_reg <= B_Mantissa;
         done_int <= start;
      end
   end
   wire [EXP_W-1:0]         diff_Exponent = A_Exponent_reg - B_Exponent_reg;
   wire [MAN_W+STICKY_BITS-1:0] B_Mantissa_in = {B_Mantissa_reg, {STICKY_BITS{1'b0}}} >> diff_Exponent;
   wire                     guard_bit = B_Mantissa_in[STICKY_BITS-1];
   wire                     round_bit = B_Mantissa_in[STICKY_BITS-2];
   wire                     sticky_bit = |B_Mantissa_in[STICKY_BITS-3:0];
   reg                      A_sign_reg2;
   reg [EXP_W-1:0]          A_Exponent_reg2;
   reg [MAN_W-1:0]          A_Mantissa_reg2;
   reg                      B_sign_reg2;
   reg [MAN_W-1:0]          B_Mantissa_reg2;
   reg                      guard_bit_reg;
   reg                      round_bit_reg;
   reg                      sticky_bit_reg;
   reg                      done_int2;
   always @(posedge clk) begin
      if (rst) begin
         A_sign_reg2 <= 1'b0;
         A_Exponent_reg2 <= {EXP_W{1'b0}};
         A_Mantissa_reg2 <= {MAN_W{1'b0}};
         B_sign_reg2 <= 1'b0;
         B_Mantissa_reg2 <= {MAN_W{1'b0}};
         guard_bit_reg <= 1'b0;
         round_bit_reg <= 1'b0;
         sticky_bit_reg <= 1'b0;
         done_int2 <= 1'b0;
      end else begin
         A_sign_reg2 <= A_sign_reg;
         A_Exponent_reg2 <= A_Exponent_reg;
         A_Mantissa_reg2 <= A_Mantissa_reg;
         B_sign_reg2 <= B_sign_reg;
         B_Mantissa_reg2 <= B_Mantissa_in[STICKY_BITS +: MAN_W];
         guard_bit_reg <= guard_bit;
         round_bit_reg <= round_bit;
         sticky_bit_reg <= sticky_bit;
         done_int2 <= done_int;
      end
   end
   wire [MAN_W:0]           Temp = (A_sign_reg2 ^ B_sign_reg2)? A_Mantissa_reg2 - B_Mantissa_reg2 : A_Mantissa_reg2 + B_Mantissa_reg2;
   wire                     carry = Temp[MAN_W];
   reg                      A_sign_reg3;
   reg [EXP_W-1:0]          A_Exponent_reg3;
   reg [MAN_W+EXTRA-1:0]    Temp_reg;
   reg                      carry_reg;
   reg                      done_int3;
   always @(posedge clk) begin
      if (rst) begin
         A_sign_reg3 <= 1'b0;
         A_Exponent_reg3 <= {EXP_W{1'b0}};
         Temp_reg <= {(MAN_W+EXTRA){1'b0}};
         carry_reg <= 1'b0;
         done_int3 <= 1'b0;
      end else begin
         A_sign_reg3 <= A_sign_reg2;
         A_Exponent_reg3 <= A_Exponent_reg2;
         Temp_reg <= {Temp[MAN_W-1:0], guard_bit_reg, round_bit_reg, sticky_bit_reg};
         carry_reg <= carry;
         done_int3 <= done_int2;
      end
   end
   wire [$clog2(MAN_W+EXTRA+1)-1:0] lzc;
   clz #(
         .DATA_W(MAN_W+EXTRA)
         )
   clz0
     (
      .data_in  (Temp_reg),
      .data_out (lzc)
      );
   wire [MAN_W+EXTRA-1:0]   Temp_Mantissa = carry_reg? {1'b1, Temp_reg[MAN_W+EXTRA-1:1]} : Temp_reg << lzc;
   wire [EXP_W-1:0]         exp_adjust = carry_reg? A_Exponent_reg3 + 1'b1 : A_Exponent_reg3 - {{EXTRA{1'b0}},lzc};
   reg                      A_sign_reg4;
   reg [EXP_W-1:0]          exp_adjust_reg;
   reg [MAN_W+EXTRA-1:0]    Temp_Mantissa_reg;
   reg                      done_int4;
   always @(posedge clk) begin
      if (rst) begin
         A_sign_reg4 <= 1'b0;
         exp_adjust_reg <= {EXP_W{1'b0}};
         Temp_Mantissa_reg <= {(MAN_W+EXTRA){1'b0}};
         done_int4 <= 1'b0;
      end else begin
         A_sign_reg4 <= A_sign_reg3;
         exp_adjust_reg <= exp_adjust;
         Temp_Mantissa_reg <= {Temp_Mantissa[MAN_W+EXTRA-1:1], Temp_Mantissa[0] | Temp_reg[0]};
         done_int4 <= done_int3;
      end
   end
   wire [MAN_W-1:0]         Temp_Mantissa_rnd;
   wire [EXP_W-1:0]         exp_adjust_rnd;
   round #(
           .DATA_W (MAN_W),
           .EXP_W  (EXP_W)
           )
   round0
     (
      .exponent     (exp_adjust_reg),
      .mantissa     (Temp_Mantissa_reg),
      .exponent_rnd (exp_adjust_rnd),
      .mantissa_rnd (Temp_Mantissa_rnd)
      );
   wire [MAN_W-2:0]         Mantissa = Temp_Mantissa_rnd[MAN_W-2:0];
   wire [EXP_W-1:0]         Exponent = exp_adjust_rnd;
   wire                     Sign = A_sign_reg4;
   wire [DATA_W-1:0]        res_in  = {Sign, Exponent, Mantissa};
   wire                     done_in = done_int4;
   always @(posedge clk) begin
      if (rst) begin
         res <= {DATA_W{1'b0}};
         done <= 1'b0;
      end else begin
         res <= res_in;
         done <= done_in;
      end
   end
   assign overflow = 1'b0;
   assign underflow = 1'b0;
   assign exception = 1'b0;
endmodule
`timescale 1ns / 1ps
module round #(
               parameter DATA_W = 24,
               parameter EXP_W = 8
               )
  (
   input [EXP_W-1:0]    exponent,
   input [DATA_W+3-1:0] mantissa,
   output [EXP_W-1:0]   exponent_rnd,
   output [DATA_W-1:0]  mantissa_rnd
   );
   wire                 round = ~mantissa[2]? 1'b0:
                                ~|mantissa[1:0] & ~mantissa[3]? 1'b0: 1'b1;
   wire [DATA_W-1:0]    mantissa_rnd_int = round? mantissa[DATA_W+3-1:3] + 1'b1: mantissa[DATA_W+3-1:3];
   wire [$clog2(DATA_W)-1:0] lzc;
   clz #(
         .DATA_W(DATA_W)
         )
   clz0
     (
      .data_in  (mantissa_rnd_int),
      .data_out (lzc)
      );
   assign mantissa_rnd = mantissa_rnd_int << lzc;
   assign exponent_rnd = exponent - {{(EXP_W-$clog2(DATA_W)){1'b0}},lzc};
endmodule

===== run.sh =====
#!/bin/bash
# OpenROAD 26Q1-2900-gdf79404cd8, Yosys 0.63+post, stock flow scripts
make -C /OpenROAD-flow-scripts/flow DESIGN_CONFIG=/design/flow/config.mk WORK_HOME=/design/flow/orfs finish

===== config.mk =====
export PLATFORM = sky130hd
export DESIGN_NAME = fp_add
export DESIGN_NICKNAME = fp_add
export VERILOG_FILES = /design/flow/design.v
export SDC_FILE = /design/flow/constraint.sdc
export NUM_CORES = 4
export LEC_CHECK = 1
export CORE_UTILIZATION = 50

===== constraint.sdc =====
current_design fp_add

set clk_period 10.1
set clk_io_pct 0.2

create_clock -name clk0 -period $clk_period [get_ports {clk}]

set non_clock_inputs [all_inputs -no_clocks]
set_input_delay [expr $clk_period * $clk_io_pct] -clock clk0 $non_clock_inputs
set_output_delay [expr $clk_period * $clk_io_pct] -clock clk0 [all_outputs]

==> flow_metrics.env <==
# flow metrics
export IMPL_clk_latency_ns=0.54
export IMPL_required_ns=10.48
export IMPL_tns_ns=0
export IMPL_ys_cells=2013
export IMPL_startpoint_type="flop"
export IMPL_clockBufferDepth=3
export IMPL_synth_area_mm2=0.0163
export IMPL_syn_inst=2013
export IMPL_grt_total_usage_pct=29.2
export IMPL_place_area_mm2=0.0175
export IMPL_dieArea_mm2=0.0333
export IMPL_io_pins=103
export IMPL_die_h_um=182
export IMPL_min_path_type="reg -> reg"
export IMPL_drt_total_wl_um=47000
export IMPL_regToRegSetupSlack_ns=5.00
export IMPL_fillCellCount=2850
export IMPL_hold_path_startpoint="A_Mantissa_reg[8]"
export IMPL_rsz0062_at_grt="false"
export IMPL_routabilityCongestion=1.05
export IMPL_leakage_nw=7.40
export IMPL_syn_to_final_growth_pct=13.5
export IMPL_synthTopLogicFamily="AND-OR/OR-AND gates"
export IMPL_ctsResizeCount=0
export IMPL_fin_cells=2490
export IMPL_die_width_um=182
export IMPL_arrival_ns=5.48
export IMPL_largest_reg_flops=32
export IMPL_status="finished clean"
export IMPL_maxSlewViolCount=0
export IMPL_post_cts_setup_buffer_count=0
export IMPL_drv_cap=0
export IMPL_cts_tree="done"
export IMPL_root_buffer="clkbuf_16"
export IMPL_fin_skew_ns=0.0205
export IMPL_end_kind="flop"
export IMPL_antenna_left=0
export IMPL_max_vdd_ir_drop_v=0.000156
export IMPL_rr_startpoint="Temp_reg[0]"
export IMPL_top_cells_by_area="dfxtp_1 29%, mux2i_1 7.0%, ha_1 5.9%"
export IMPL_crit_type="reg -> reg"
export IMPL_path_clk_slew_ns=0.06
export IMPL_vias=15100
export IMPL_place_detailed_hpwl_um=35900
export IMPL_drc=0
export IMPL_antenna_cells=0
export IMPL_synth_seq_cells=236
export IMPL_wl_per_cell_um=18.9
export IMPL_drive_gt1_share_pct=7.93
export IMPL_fin_area_mm2=0.0185
export IMPL_antenna_found_initial=0
export IMPL_warning_count=25
export IMPL_adder_share_pct=6.47
export IMPL_grt_pass1_wl_um=75100
export IMPL_async_reset_ff_share_pct=0
export IMPL_ys_area_mm2=0.0163
export IMPL_finalCriticalPeriod_ns=5.10
export IMPL_crit_fanout=19
export IMPL_top_area_share_pct=29.0
export IMPL_dp_cells=2443
export IMPL_rows=65
export IMPL_grt_overflow=0
export IMPL_viasPerCell=6.07
export IMPL_clock_sinks=236
export IMPL_fmax_ghz=0.196
export IMPL_grt_pass1_vias=14100
export IMPL_drt_iter0_markers=1412
export IMPL_synthDominantAreaCellType="dfxtp_1"
export IMPL_grt_max_degree=67
export IMPL_synth_main_ff_cell="dfxtp_1"
export IMPL_aoi_share_pct=22.0
export IMPL_period_used_pct=50.5
export IMPL_numPortBuffers=99
export IMPL_startpoint="Temp_reg[0]"
export IMPL_synth_xor_area_share_pct=4.30
export IMPL_cts_inserted_buffers=26
export IMPL_power_density_mw_per_mm2=316
export IMPL_fp_util_pct=51.2
export IMPL_synth_seq_share_pct=29.0
export IMPL_cts_hold_buf=0
export IMPL_synthMuxAreaShare_pct=10.6
export IMPL_tightest_slew_ns=0.867
export IMPL_hold_viol_final=0
export IMPL_dr_pass1_iters=6
export IMPL_yosysWarnings=3
export IMPL_synth_simple_area_share_pct=21.8
export IMPL_synth_cell_type_count=94
export IMPL_edf_count=0
export IMPL_slew_headroom_pct=41.5
export IMPL_setup_violations_final=0
export IMPL_htree_levels=1
export IMPL_core_area_mm2=0.0318
export IMPL_syn_area_per_cell_um2=8.09
-- critical path: stages, from the launching register on --
cell      delay (ns)
dfxtp_1         0.30
buf_4           0.15
nor2b_1         0.13
o21bai_1        0.12
a21oi_1         0.08
o21bai_1        0.15
a21oi_1         0.09
o21a_1          0.19
o21a_1          0.43
nor2_1          0.43
clkinv_1        0.64
ha_1            0.53
nor2b_1         0.23
ha_1            0.28
a21o_1          0.15
a21o_1          0.19
a21o_1          0.17
a21oi_1         0.22
o21bai_1        0.09
a21oi_1         0.18
xnor2_1         0.13
nor2_1          0.05
-- stage by stage --
step	total power, mW	worst slack, ns	util, %	hold WS, ns
floorplan	3.80	5.37	-	0.414
global placement	4.75	4.84	55.0	0.416
detailed placement	4.74	4.76	55.0	0.420
CTS	5.81	5.10	58.2	0.435
global route	6.26	4.56	58.2	0.455
finish	5.85	5.00	58.2	0.432
-- cell families after synthesis --
kind of cell | count (synthesis)
compound gates | 520
fa+ha+maj | 82
simple gates | 721
other cells | 1
xor+xnor | 80
flops | 236
mux | 149
buf+inv | 224
-- per-layer routing --
| layer | GRT usage (%) | part of all wire (%) |
|---|---|---|
| met1 | 40.7 | 43 |
| met2 | 47.5 | 47 |
| met3 | 4.15 | 6.4 |
| met4 | 9.68 | 3.8 |
| met5 | 0 | 0 |
-- worst paths after layout --
check,endpoint,cells past startpoint
max,exp_adjust_reg[7],21
min,A_Mantissa_reg2[8],1
max reg2reg,exp_adjust_reg[7],21
min reg2reg,A_Mantissa_reg2[8],1
-- power breakdown --
part	internal (mW)	leakage, nW	switching (mW)	total, mW
Combinational	1.37	4.98	2.09	3.46
Sequential	1.11	1.95	0.231	1.34
Clock	0.679	0.476	0.370	1.05
-- layout make-up --
type                    instances  area [um^2]  share of cell area, %
clock inverters                11          231                   1.25
well taps                     435          544                   2.94
inverters                      82          310                   1.68
clock buffers                  36          758                   4.10
multi-input cells            1555        10700                   57.7
repair buffers                135         1260                   6.81
flip-flops and latches        236         4720                   25.5
-- cells in the mapped netlist (all sizes together) (6+ instances only) --
cell	number
a211oi	23
a21o	32
a21oi	98
a22oi	27
a31o	6
a31oi	21
a32oi	7
and2	7
and3	16
and4	8
buf	55
clkbuf	87
dfxtp	236
ha	77
inv	80
mux2	18
mux2i	114
mux4	17
nand2	178
nand2b	16
nand3	71
nand4	23
nor2	176
nor2b	72
nor3	83
nor4	21
o2111ai	25
o211ai	39
o21a	26
o21ai	107
o21bai	8
o221ai	10
o22ai	7
o31a	7
o31ai	15
o41ai	10
or2	14
or3	14
or4	6
xnor2	51
xor2	29
-- cell usage in the layout, fill, tap and decap left out, types with 8 or more instances in the layout --
| cell type | n |
|---|---|
| nor4_1 | 18 |
| nor2b_1 | 72 |
| and4_1 | 8 |
| o221ai_1 | 9 |
| and3_1 | 16 |
| nand2b_1 | 16 |
| nand3_1 | 68 |
| clkbuf_16 | 26 |
| o21ai_1 | 12 |
| o211ai_1 | 39 |
| a22oi_1 | 27 |
| mux2i_1 | 114 |
| ha_1 | 77 |
| a211oi_1 | 21 |
| nand4_1 | 22 |
| or3_1 | 14 |
| a31oi_1 | 20 |
| clkdlybuf4s50_1 | 98 |
| mux4_2 | 17 |
| o31ai_1 | 13 |
| mux2_2 | 16 |
| xnor2_1 | 50 |
| o41ai_1 | 10 |
| o21a_1 | 26 |
| a21oi_1 | 98 |
| dfxtp_1 | 236 |
| or2_2 | 14 |
| nor2_1 | 175 |
| o21bai_1 | 8 |
| xor2_1 | 28 |
| o21ai_0 | 95 |
| o2111ai_1 | 25 |
| a21o_1 | 32 |
| buf_4 | 37 |
| nand2_1 | 178 |
| nor3_1 | 82 |
| inv_1 | 77 |
Power and IR drop assume default switching activity.
